## design/flow/design.v

```verilog
`default_nettype none
module vga_timing(
    input wire clk,
    input wire rst,
    output reg hs,
    output reg vs,
    input wire vsi,
    output wire [10:0] x,
    output wire [10:0] y,
    output wire [7:0] gb_x,
    output wire [7:0] gb_y,
    output wire gb_en,
    output wire gb_grid,
    output reg enable
    );
    parameter H_FRONT   = 18;  
    parameter H_SYNC    = 96;  
    parameter H_BACK    = 38;  
    parameter H_ACT     = 640; 
    parameter H_BLANK = H_FRONT+H_SYNC+H_BACK;  
    parameter H_TOTAL = H_FRONT+H_SYNC+H_BACK+H_ACT;  
    parameter V_FRONT   = 10;  
    parameter V_SYNC    = 2;   
    parameter V_BACK    = 33;  
    parameter V_ACT     = 480; 
    parameter V_BLANK = V_FRONT+V_SYNC+V_BACK;  
    parameter V_TOTAL = V_FRONT+V_SYNC+V_BACK+V_ACT;  
    reg [10:0] h_count;
    reg [10:0] v_count;
    reg [2:0] h_div;
    reg [2:0] v_div;
    reg [7:0] gb_x_count;
    reg [7:0] gb_y_count;
    reg gb_x_grid;
    reg gb_y_grid;
    reg vsi_last;
    wire reset = vsi | rst;
    always @(posedge clk, posedge reset) begin
        if(reset) begin
            h_count <= 0;
            h_div <= 0;
            gb_x_count <= 0;
            gb_x_grid <= 0;
        end
        else begin
            if(h_count == H_TOTAL - 1) begin
                h_count <= 0;
                gb_x_count <= 0;
                h_div <= 2'b00;
            end 
            else begin
                h_count <= h_count + 1'b1;
                if (h_div == 2'b10) begin
                    h_div <= 2'b00;
                    gb_x_count <= gb_x_count + 1'b1;
                    gb_x_grid <= 1'b1;
                end
                else begin
                    gb_x_grid <= 1'b0;
                    h_div <= h_div + 1'b1;
                end
            end
        end
    end
    always @(posedge clk, posedge reset) begin
        if(reset) begin
            hs <= 1;
            v_count <= 0;
            v_div <= 2'b01;
            gb_y_count <= 0;
            vs <= 1;
        end
        else begin   
            if(h_count == H_FRONT - 1)
                hs <= 1'b0;
            else 
            if(h_count == H_FRONT + H_SYNC - 1) begin
                hs <= 1'b1;
                if(v_count == V_TOTAL - 1) begin
                    v_count <= 0;
                    gb_y_count <= 0;
                    v_div <= 2'b01;
                end 
                else begin
                    v_count <= v_count + 1'b1;
                    if (v_div == 2'b10) begin
                        v_div <= 2'b00;
                        gb_y_grid <= 1'b1;
                        gb_y_count <= gb_y_count + 1'b1;
                    end
                    else begin
                        gb_y_grid <= 1'b0;
                        v_div <= v_div + 1'b1;
                    end
                end
                if((v_count == V_FRONT - 1))
                    vs <= 1'b0;
                else if((v_count == V_FRONT + V_SYNC - 1))
                    vs <= 1'b1;
            end
        end 
    end
    assign x = (h_count >= H_BLANK) ? (h_count - H_BLANK) : 11'h0;
    assign y = (v_count >= V_BLANK) ? (v_count - V_BLANK) : 11'h0;
    wire gb_x_valid = (x > 11'd78)&&(x <= 11'd558);
    wire gb_y_valid = (y >= 11'd24)&&(y < 11'd456);
    assign gb_en = (gb_x_valid)&&(gb_y_valid);
    assign gb_grid = (gb_x_grid)||(gb_y_grid);
    assign gb_x = (gb_en) ? (gb_x_count - 8'd77) : (8'h0);
    assign gb_y = (gb_y_valid) ? (gb_y_count - 8'd23) : (8'h0);  
    wire enable_early = (((h_count >= H_BLANK) && (h_count < H_TOTAL))&&
                                     ((v_count >= V_BLANK) && (v_count < V_TOTAL)));     
    reg enable_delay;
    always @(posedge clk) begin
        enable <= enable_delay;
        enable_delay <= enable_early;
    end
endmodule
```

## design/flow/run.sh

```bash
#!/bin/bash
# OpenROAD 26Q1-2900-gdf79404cd8, Yosys 0.63+post, stock flow scripts
make -C /OpenROAD-flow-scripts/flow DESIGN_CONFIG=/design/flow/config.mk WORK_HOME=/design/flow/orfs finish
```

## design/flow/config.mk

```make
export PLATFORM = sky130hd
export DESIGN_NAME = vga_timing
export DESIGN_NICKNAME = vga_timing
export VERILOG_FILES = /design/flow/design.v
export SDC_FILE = /design/flow/constraint.sdc
export NUM_CORES = 4
export LEC_CHECK = 1
export CORE_UTILIZATION = 30
```

## design/flow/constraint.sdc

```tcl
current_design vga_timing

set clk_period 6.3
set clk_io_pct 0.2

create_clock -name clk0 -period $clk_period [get_ports {clk}]

set non_clock_inputs [all_inputs -no_clocks]
set_input_delay [expr $clk_period * $clk_io_pct] -clock clk0 $non_clock_inputs
set_output_delay [expr $clk_period * $clk_io_pct] -clock clk0 [all_outputs]
```

==> changes_impl.md <==
## Implementation

- Status: finished, final reports clean
- Hold depth: 0
- Switching Share: 18.3%
- Total negative slack: 0 ns
- Diodes inserted: 0
- Slew Viols, Final: 0
- Mapped Area: 0.00366 mm2
- Post-CTS sizing: 0
- CP required: 5.04 ns
- Synth area leader: dfrtp_1
- Chip Area: 0.0127 mm2
- Die Wd: 113 um
- Final WL: 7930 um
- Final global-route overflow total: 0
- Post-placement cell area: 0.00415 mm2
- Crit-path cells: a2111oi_2 -> o21ai_2 -> nor4_4 -> a21oi_1 -> o21a_1 -> nor4_1 -> clkdlybuf4s50_1
- Number of global-route vias before repair: 2896
- Placer Congestion: 0.858
- Top_reg_cell synth: dfrtp_1
- Core area: 0.0120 mm2
- Largest net degree at the start of global routing: 48
- Leak: 1.69 nW
- DRT iter0 DRCs: 186
- Util after Layout: 36.2%
- Worst r2r dst: gb_y_count[7]
- Worst IR drop on VDD: 0.000115 V
- Slowest stage delay, CP: 0.62 ns
- Worst Hold Path EP: enable
- Post-route setup slack: 1.47 ns
- Worst Hold Launch: enable_delay
- F_max: 207 MHz
- Reg-to-reg startpoint: h_count[8]
- Clock latency on the worst-skew pair: 0.29 ns
- Ratio of cells with drive above 1 in the final layout: 8.65%
- IO Count: 46
- Detailed Routing Iterations Pass 1: 4
- Post-synth top cells: 54 x nor2_1, 44 x dfrtp_1, 32 x nand2_1
- CP max-delay cell: nor4_4
- Worst-Margin Slew: 0.867 ns
- Final Non-Filler Cells: 598
- Clock Pin Slew Worst Setup and Hold Paths: 0.06 ns
- Endpoints failing setup: 0
- Startpoint types: flip-flop
- Top cells by area: dfrtp_1 30%, xnor2_1 5.7%, nor2_1 5.5%
- Fp util: 30.6%
- Worst Setup End Kind: output port
- Share of power burned in registers: 50.4%
- Crit path DAT: 3.57 ns
- Min Hold Slack: 0.328 ns
- Post-CTS setup buffers: 0
- Type of the tightest min-delay check: flip-flop to flip-flop
- R2R setup slack: 3.36 ns
- DRC errors left: 0
- Power Total: 0.638 mW
- Final period utilization: 76.6%
- Critical path's top delay family: AND-OR/OR-AND gates
- Synth Register Bits: 50
- Area figure in the yosys stat output: 0.00366 mm2
- Die height: 113 um
- Detailed Place HPWL: 5600 um
- EDFF count, synth: 1
- Dpl ws: 1.83 ns
- Final antenna-violating net count: 0
- Yosys cell types: 73
- Gr usage total: 13.4%
- Post-DR wirelength/cell: 13.3 um
- Clock power frac: 48.3%
- Most frequent cell after synthesis: nor2_1
- CTS sink cnt: 50
- Cell at the root of the clock tree: clkbuf_16
- Psw: 0.117 mW
- Via/cell ratio: 5.05
- CTS Buf Count: 5
- Fin. Hold Viols: 0
- Min Clock Period, post-route: 4.83 ns
- RSZ-0062 raised after global routing: false
- Mapped Avg Cell Area: 8.50 um2
- H-Tree Level Count: 2
- WP buf/inv: 1
- Initial antenna violation count: 0
- Syn-to-layout area delta: 18.0%
- YS warnings: 1
- Clk buf depth: 2
- Comb pwr share: 1.3%
- Final instance area: 0.00432 mm2
- Global-route wire length before repair: 13900 um
- Synth async-reset ratio: 94.0%
- PD cells: 148 mW/mm2
- DP Cell Count: 590
- Critical setup path kind: flip-flop to output port
- Worst Reg2Reg Path Length in Cells: 6
- CTS tree: yes
- Core Rows: 40
- Top cell area share: 30.0%
- CTS hold repair buffers: 0
- Slew headroom: 41.8%
- Max-cap viol count: 0
- Register share after synthesis: 34.1%
- Maximum fanout along the worst path: 17
- Total number of vias: 3020
- Number of cells in Yosys stat: 431
- Int Pwr: 0.522 mW
- Skew final: 0.00862 ns
- Port bufs: 45
- Tool warning count: 32
- Cells after Synth: 431
==> sequential cells by signal, summed over array words and instances, names as in the netlist <==
name          cells
enable            1
enable_delay      1
gb_x_count        8
gb_x_grid         1
gb_y_count        8
gb_y_grid         1
h_count          11
h_div             3
hs                1
v_count          11
v_div             3
vs                1
==> power by group through the flow <==
stage	logic [mW]	clock network, mW	registers (mW)
final	0.00825	0.308	0.322
after global routing	0.00977	0.330	0.321
after CTS	0.00891	0.319	0.322
==> cell type report <==
class	instances	area, um2
Multi-Input combinational cell	332	2200
Clock buffer	7	143
Clock inverter	1	30.0
Fill cell	1160	7640
Timing Repair Buffer	48	473
Sequential cell	50	1250
Inverter	13	48.8
Tap cell	147	184
==> worst register-to-register path, stage by stage, from the launching register on <==
cell and delay, ns:
dfrtp_1 0.53, nor3_1 0.49, and3b_1 0.32, nand3_1 0.44, nor2_1 0.75, nand4_1 0.18, o21ai_1 0.16
==> per-layer routing <==
metal | wire, um | global-route usage [%] | share of wire [%]
met5 | 0 | 0 | 0
met3 | 378 | 1.71 | 4.8
met2 | 3390 | 20.8 | 43
met1 | 4080 | 21.1 | 51
met4 | 78 | 1.24 | 0.98
==> kinds of logic after synthesis <==
logic type | count (synthesis) | share of synthesized area, %
adder cells (fa/ha/maj) | 11 | 3.76
XOR/XNOR | 44 | 10.5
AND/OR/NAND/NOR | 186 | 28.8
buffers and inverters | 49 | 6.18
AND-OR/OR-AND | 88 | 15.4
multiplexers | 3 | 1.19
flip-flops | 50 | 34.1
==> cell usage in the layout, fill, tap and decap left out, types with 9 or more instances in the layout <==
cell and count:
xor2_1 20, nand3_1 16, nor3_1 11, xnor2_1 24
inv_1 13, ha_1 11, dfrtp_1 44, nor2_1 53
nand2_1 32, o21ai_0 29, a21oi_1 20, nor4_1 9
clkdlybuf4s50_1 45
==> worst max path at each step <==
stage     depth (start not counted)  slack, ns  endpoint       start
5_1_grt                           7       1.15   gb_x[7]  v_count[4]
6_report                          7       1.47   gb_x[4]  v_count[4]
4_1_cts                           7       1.49   gb_x[4]  v_count[4]
No activity file was given, so power comes from the tool's default toggle rates.
