`run.sh`:
```
#!/bin/bash
# OpenROAD 26Q1-2900-gdf79404cd8, Yosys 0.63+post, stock flow scripts
make -C /OpenROAD-flow-scripts/flow DESIGN_CONFIG=/design/flow/config.mk WORK_HOME=/design/flow/orfs finish
```
`config.mk`:
```
export PLATFORM = sky130hd
export DESIGN_NAME = pmod_audio
export DESIGN_NICKNAME = pmod_audio
export VERILOG_FILES = /design/flow/design.v
export SDC_FILE = /design/flow/constraint.sdc
export NUM_CORES = 4
export LEC_CHECK = 1
export CORE_AREA = 10 10 113 113
export DIE_AREA = 0 0 123 123
```
`constraint.sdc`:
```
current_design pmod_audio

set clk_period 2.8
set clk_io_pct 0.2

create_clock -name clk0 -period $clk_period [get_ports {clk}]

set non_clock_inputs [all_inputs -no_clocks]
set_input_delay [expr $clk_period * $clk_io_pct] -clock clk0 $non_clock_inputs
set_output_delay [expr $clk_period * $clk_io_pct] -clock clk0 [all_outputs]
```
`design.v`:
```
`timescale 1ns / 1ps
module pmod_audio (
	input wire clk,      
	input wire [15:0] sample,        
	output wire output_pmod
);
reg [8:0] counter = 0;
reg [15:0] audio_latched = 0;
reg aud_pwm;
assign output_pmod = aud_pwm;
always @(posedge clk) begin
    if (counter == 0)
        audio_latched <= sample;
    if (counter < 1 || ({counter,7'b0} < audio_latched && counter < 511) )
        aud_pwm <= 1;
    else
        aud_pwm <= 0;
    counter <= counter + 1;
end
endmodule
```
==> impl_metrics.ini <==
; flow metrics
[outcome]
status = complete, no violations

[yosys]
synth-compound-area-share = 0.0559
ys_seq_elements = 26
synth_warnings = 1
post_synth_inst_count = 86
yosys_cells = 86
ys_sh_adder = 0.123
mappedNetlistArea_sq_mm = 0.00112
yosys.area_share.xor_xnor = 0.0548
ys_types = 21
ys_seq_share = 0.609
dominant_comb_cell = adder cells
syn-mean-instance-area_sq_um = 13.0
synth_area_in_simple_gates = 0.117
yosysChipArea_sq_mm = 0.00112
post_synth_mux_area_share = 0

[setup_path]
reg2reg_setup_slack_ps = 1010
crit-reg2reg-launch = counter[3]
critPathRequiredTime_ps = 2700
cp_arrival_ps = 1680
critical-path-max-stage-delay_ps = 710
critPathKind = flop to flop
critical_path.slowest_cell = and3_1
ff2ff_path_depth = 2
critical_path.top_delay_family = simple AND/OR/NAND/NOR gates
critical_path.cell_chain = nor4_1, and3_1
worst-path-buf-inv = 0
timing.rr.end = audio_latched[7]
cp_max_fo = 16
end_kind = flop
worstSetupPathDepth = 2
cp-start-kind = flop

[detailed_routing]
ant_nets = 0
detailroute.via_count = 690
drt_first_iter_violations = 32
first_pass_iters = 3
antenna-diode-count = 0
detail_route.wl_per_cell_microns = 7.97
wl_microns = 1940
post-route-drc-count = 0
post_detailed_route_via_to_cell_ratio = 2.84

[finish]
fill_cell_count = 1140
layout-area-overhead-vs-synth_pct = 34.5
post_route_cells_drive_above_1_share = 0.0561
postLayoutCoreUtil = 0.146

[timing]
maxSlewViolCount = 0
worst-slew-pin-transition_ps = 755
finalHoldViolations = 0
setup_repair_after_global_routing_missed_its_margin = no
setup_viol_count_final = 0
setup_ws_ps = 1010
setup-tns-final_ps = 0
max_slew_margin = 0.496
post-route-min-period_ps = 1790
finalClockPeriodUsage = 0.638
fmaxAchievable_mhz = 560
timing.clock.skew_ps = 2.44
hold_slack_ps = 525

[floorplanning]
die_width_microns = 123
die_area_sq_mm = 0.0151
pin_count = 18
initial_utilization = 0.108
die-height_microns = 123
core.rowCount = 37
floorplan.core_area_sq_mm = 0.0103

[clocking]
cts_hold_repair.buffers = 0
cts.path.max_buffers = 2
cts_repair_resize_count = 0
root_buffer = clkbuf_8
cts_htree_levels = 1
tritoncts = done
path_clk_slew_ps = 80
cts_inserted_buffers = 3
clock-sinks = 26
cts_post_setup_buffers_inserted = 0
clock_insertion_delay_worst_skew_ps = 260

[global_routing]
grt_start_max_net_pins = 17
grt_antenna_before_repair = 0
first_global_vias = 697
grtUsageTotal = 0.0273
grt_first_pass_wirelength_microns = 3360
grt_overflow = 0

[job]
log.warning_count = 26
drv.max_cap_violation_count = 0

[placed_design]
dpl_worst_slack_ps = 1000
gp_congestion = 0.815
detailedPlacementHpwl_microns = 1530
numPortBuffers = 17

[hold_path]
min_path_type = flop to flop
whs_path_depth = 1
holdCritStartpoint = counter[8]
hold_path_end = counter[8]

[power_and_ir_drop]
p_leak_nw = 0.546
worst_ir_drop_vdd_uv = 294
report.power.total_w = 0.000633
power_density_mw_per_mm2 = 421
worst max path at each step:
stage | start | endpoint | slack, ps
after CTS | counter[3] | audio_latched[4] | 990
after global routing | counter[3] | audio_latched[0] | 940
final | counter[3] | audio_latched[7] | 1010
synthesized netlist by cell type (all sizes together):
cell | count | area, sq um
dfxtp | 10 | 200
a31oi | 1 | 6.26
edfxtp | 16 | 480
nand3 | 6 | 30.0
a211o | 1 | 8.76
ha | 11 | 138
xor2 | 2 | 17.5
o32ai | 2 | 25.0
inv | 12 | 45.0
nor2 | 2 | 7.51
a21oi | 3 | 15.0
nand2 | 3 | 11.3
and3 | 3 | 18.8
nor4b | 1 | 15.0
a21o | 1 | 7.51
nor3 | 1 | 5.00
nor4 | 2 | 18.8
xnor2 | 5 | 43.8
nand4 | 4 | 25.0
per-stage QoR:
| step | instance area [sq um] | std cells |
|---|---|---|
| after floorplan | 1120 | 86 |
| after global placement | 1460 | 239 |
| after detailed placement | 1460 | 239 |
| after CTS | 1500 | 243 |
| after global routing | 1500 | 243 |
| final | 1500 | 243 |
cell type report:
type                            instances  area, sq um  share of cell area
Clock buffer                            4         45.0              0.0300
Inverter                               12         45.0              0.0300
Multi-Input combinational cell         48          393               0.261
Sequential cell                        26          681               0.453
Tap cell                              136          170               0.113
Timing Repair Buffer                   17          170               0.113
sequential cells by signal, indices dropped and copies added (netlist names):
name,count
aud_pwm,1
audio_latched,16
counter,9
cells in the final DEF, fill, tap and decap left out, drive strengths merged:
cell type      count
clkdlybuf4s50     17
edfxtp            16
inv               12
ha                11
dfxtp             10
nand3              6
xnor2              5
nand4              4
clkbuf             4
nand2              3
and3               3
a21oi              3
nor2               2
xor2               2
nor4               2
o32ai              2
nor3               1
a31oi              1
a211o              1
nor4b              1
a21o               1
where the power goes:
part | internal [W] | switching [W] | total (W)
logic | 0.0000192 | 0.00000310 | 0.0000223
clock network | 0.000101 | 0.000105 | 0.000206
registers | 0.000405 | 0 | 0.000405
metal layers:
metal | track usage | vias to the layer above | part of all wire
met5 | 0 | - | 0
met4 | 0.00146 | 0 | 0
met3 | 0.00786 | 0 | 0.040
met2 | 0.0462 | 15 | 0.46
met1 | 0.0359 | 320 | 0.50
li1 | - | 355 | -
cell families after synthesis:
| kind of cell | Yosys count |
|---|---|
| compound gates | 8 |
| xor+xnor | 7 |
| fa+ha+maj | 11 |
| buf+inv | 12 |
| flops | 26 |
| simple gates | 22 |
Power figures rest on the tool's default switching activity, not on a simulated workload.
