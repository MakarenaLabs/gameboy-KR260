==> ./config.mk <==
export PLATFORM = sky130hd
export DESIGN_NAME = clock_div
export DESIGN_NICKNAME = clock_div
export VERILOG_FILES = /design/flow/design.v
export SDC_FILE = /design/flow/constraint.sdc
export NUM_CORES = 4
export LEC_CHECK = 1
export CORE_AREA = 10 10 70 70
export DIE_AREA = 0 0 80 80
==> ./constraint.sdc <==
current_design clock_div

set clk_period 1.4
set clk_io_pct 0.2

create_clock -name clk0 -period $clk_period [get_ports {clk_in}]

set non_clock_inputs [all_inputs -no_clocks]
set_input_delay [expr $clk_period * $clk_io_pct] -clock clk0 $non_clock_inputs
set_output_delay [expr $clk_period * $clk_io_pct] -clock clk0 [all_outputs]
==> ./design.v <==
`timescale 1ns / 1ns
module clock_div
    #(
        parameter SIZE = 4,
        parameter DIV_2N = 1
    )
    (
        input wire clk_in,
        output reg clk_out
    );
    reg [SIZE - 1:0] counter = DIV_2N - 1;
    initial begin
        clk_out = 0;
    end
    always @(posedge clk_in) begin
        counter <= counter == 0 ? counter : counter - 1;
        if (counter == 0) begin
            counter <= DIV_2N - 1;
            clk_out <= !clk_out;
        end
    end
endmodule
==> ./run.sh <==
#!/bin/bash
# OpenROAD 26Q1-2900-gdf79404cd8, Yosys 0.63+post, stock flow scripts
make -C /OpenROAD-flow-scripts/flow DESIGN_CONFIG=/design/flow/config.mk WORK_HOME=/design/flow/orfs finish
==> flow_summary_export.csv <==
group,metric,value,unit
layout,final_area,316.6,sq um
synth,yosysUniqueCellTypes,12,
sta,fin_ws,0.06134,ns
sta,max_slew_margin,83.05,%
run,tool_warnings,26,
grt,grt_usage,1.254,%
worst_setup_path,timing.rr.end,"clk_out$_DFFE_PN_",
synth,synth_chip_area,222.7,sq um
routing,viasPerCell,1.986,
min_path,hp-start,"counter[0]$_SDFF_PN0_",
synth,netlist.top_cell.by_area,"dfxtp_1",
layout,syn_to_final_growth,42.13,%
worst_setup_path,crit_path_cell_trace,"clkdlybuf4s50_1",
floorplan,die_area,0.006400,sq mm
cts,cts_setup_buffers,0,
min_path,holdPathEnd,"counter[0]$_SDFF_PN0_",
worst_setup_path,reg2reg_slack,0.25,ns
power_and_ir_drop,ir_drop,0.0002256,V
sta,tns,0,ns
floorplan,die_w,80,um
layout,layout-drive-gt1-share,28.00,%
worst_setup_path,critical_path_required,1.12,ns
routing,ant_nets,0,
worst_setup_path,r2r.worst_path.cells,3,
synth,ys_cells,20,
cts,postCtsHoldBufs,0,
synth,synth_warnings,1,
routing,drtIter0Drc,7,
synth,synth_seq_share,49.44,%
sta,hold_viol,0,
grt,grt_max_degree,5,
power_and_ir_drop,leakagePower,0.1095,nW
synth,synth_top_area_share,35.96,%
floorplan,fp_util,6.520,%
routing,drc,0,
sta,rsz0062_at_grt,"false",
sta,slew_violations,0,
worst_setup_path,end_kind,"output port",
worst_setup_path,crit_fanout,2,
synth,syn_inst,20,
min_path,whs_path_depth,1,
cts,cts_made_buffers,3,
floorplan,io_pins,2,
outcome,status,"finished, final reports clean",
power_and_ir_drop,p_total,0.3143,mW
synth,ys_ff,5,
worst_setup_path,critPathArrivalTime,1.06,ns
worst_setup_path,slowest_stage,"clkdlybuf4s50_1",
synth,syn_area_per_cell,11.14,sq um
placement,routabilityCongestion,0.6669,
cts,cts_sinks,5,
cts,cts_max_path_buffers,2,
routing,antennaDiodeCount,0,
power_and_ir_drop,power_density,993.0,mW/mm^2
routing,wire_per_inst,4.831,um
placement,pre_cts_ws,0.2463,ns
sta,period_needed,1.339,ns
grt,grt_pass1_vias,144,
run,drv_cap,0,
worst_setup_path,critPathKind,"register to output port",
min_path,min_path_type,"register to register",
routing,routed_wl,343,um
worst_setup_path,start_kind,"register",
worst_setup_path,slowest_delay,0.47,ns
worst_setup_path,path_buffers,1,
grt,grt-ovfl-total,0,
grt,grt_pass1_wl,565,um
routing,vias,141,
floorplan,core-area,0.003416,sq mm
sta,layout_worst_path_cycle_share,95.62,%
placement,io_buffer_count,1,
worst_setup_path,cpLargestDelayFamily,"buffers and inverters",
cts,cts.repair.resized,0,
cts,cts_tree,"done",
sta,setup_violations,0,
routing,first_pass_iters,3,
grt,antenna_found_initial,0,
placement,place_area,290.3,sq um
cts,root_buffer,"clkbuf_4",
synth,syn_area,222.7,sq um
floorplan,floorplan.rows,21,
cts,h-tree-depth,1,
floorplan,die-height,80,um
worst_setup_path,cp_num_cells,1,
cts,clock_latency,0.25,ns
worst_setup_path,r2r-start,"counter[0]$_SDFF_PN0_",
sta,fmax,747.0,MHz
sta,tightestPinTransition,0.2531,ns
cts,clkSlewWorstSetupHoldPaths,0.04,ns
sta,finClkSkew,0.006527,ns
synth,topCellsByArea,"dfxtp_1, edfxtp_1, ha_1",
[state kept, by name, indices dropped and copies added, names as in the netlist]
| name | count |
|---|---|
| clk_out | 1 |
| counter | 4 |
[placed cells by master (no fill, tap or decap)]
master,n
or2b_1,1
clkdlybuf4s50_1,1
nor3_2,1
nor2b_1,1
mux2_4,1
nor2_1,3
nor3b_2,1
nand2b_2,1
inv_1,3
o21ai_1,1
edfxtp_1,1
clkbuf_1,1
ha_1,2
clkbuf_4,3
dfxtp_1,4
[stage by stage]
step,std cells,utilization [%],hold slack [ns]
finish,71,9.267,0.4562
global route,71,9.267,0.4979
detailed placement,67,8.498,0.4576
floorplan,20,-,0.4233
global placement,67,8.498,0.4367
CTS,71,9.267,0.4666
[how the worst max path moves through the flow]
stage | slack (ns) | startpoint | to
after CTS | 0.05 | clk_out$_DFFE_PN_ | clk_out
after global routing | 0.02 | clk_out$_DFFE_PN_ | clk_out
final | 0.06 | clk_out$_DFFE_PN_ | clk_out
[metal layers]
| layer | part of all wire, % | vias up | global-route usage [%] |
|---|---|---|---|
| met1 | 39 | 59 | 1.072 |
| met4 | 0 | 0 | 0.1761 |
| li1 | - | 76 | - |
| met2 | 36 | 6 | 1.445 |
| met5 | 0 | - | 0 |
| met3 | 24 | 0 | 2.159 |
[cells by family after synthesis]
family                   share of synthesized area [%]
buffers and inverters                            5.056
AND/OR/NAND/NOR                                  25.28
multiplexers                                     6.740
AND-OR/OR-AND                                    2.245
flip-flops                                       49.44
adder cells (fa/ha/maj)                          11.23
[synth_stat cells]
master	instances
nand2b_2	1
nor2b_1	1
dfxtp_1	4
inv_1	3
nor3b_2	1
mux2_4	1
nor3_2	1
ha_1	2
edfxtp_1	1
o21ai_1	1
nor2_1	3
or2b_1	1
[cell type report]
type	count	area (sq um)
inverter	3	11.26
clock buffer	4	26.28
timing repair buffer	1	10.01
tap	46	57.56
sequential	5	110.1
multi-input combinational	12	101.3
fill	404	3099
[where the power goes]
group	internal, mW	total [mW]	switching (mW)
clock	0.108	0.167	0.0596
combinational	0	0.0000000507	0
sequential	0.147	0.147	0
Power and IR drop assume default switching activity.
